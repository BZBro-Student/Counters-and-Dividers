<file path="design.v">
module dflipflop(
    input Din, Clk, Rst,
    output reg Q, notQ
    );
        initial begin
            Q = 1'b0;
            notQ = 1'b1;
        end
    always @(posedge Clk)
    begin
        if (Rst) begin
            Q     <= 1'b0;
            notQ  <= 1'b1;
        end
        else begin
            Q     <= Din;
            notQ  <= ~Din;
        end
    end
endmodule
module fulladder(
    input A,B,Cin,
    output Y, Cout
);
    assign Y = A^B^Cin;
    assign Cout = A&B | B&Cin | Cin&A;
endmodule
module jkflipflop(
    input J, K, Clk,Rst,
    output Q, notQ
    );
    wire din = (~K & Q) | (J & ~Q);
        dflipflop d(
        .Rst(Rst),
        .Din(din),
        .Clk(Clk),
        .Q(Q),
        .notQ(notQ)
        );
endmodule
module modcounter (
    input reset, clk,
    output state1, state2, state3, fout
);
    wire coutcin1, coutcin2;
    wire yd1, yd2, yd3;
    wire qacomp1, qacomp2, qacomp3;
    wire cmpreset;
    wire rst_all;
    wire fout_q;
    wire fout_next;
    fulladder fa1 (
        .A(qacomp1),
        .B(1'b1),
        .Cin(1'b0),
        .Y(yd1),
        .Cout(coutcin1)
    );
    fulladder fa2 (
        .A(qacomp2),
        .B(1'b0),
        .Cin(coutcin1),
        .Y(yd2),
        .Cout(coutcin2)
    );
    fulladder fa3 (
        .A(qacomp3),
        .B(1'b0),
        .Cin(coutcin2),
        .Y(yd3)
    );
    assign cmpreset = qacomp3 & qacomp1;
    assign rst_all = reset | cmpreset;
    dflipflop df1 (
        .Din(yd1),
        .Clk(clk),
        .Rst(rst_all),
        .Q(qacomp1)
    );
    dflipflop df2 (
        .Din(yd2),
        .Clk(clk),
        .Rst(rst_all),
        .Q(qacomp2)
    );
    dflipflop df3 (
        .Din(yd3),
        .Clk(clk),
        .Rst(rst_all),
        .Q(qacomp3)
    );
    assign fout_next = fout_q ^ cmpreset;
    dflipflop df_out (
        .Din(fout_next),
        .Clk(clk),
        .Rst(reset),
        .Q(fout_q)
    );
    assign fout = fout_q;
    assign state1 = qacomp1;
    assign state2 = qacomp2;
    assign state3 = qacomp3;
endmodule
module ripplecounter(
    input clk, Rst,
    output wire stage1, stage2, stage3
    ); 
    tflipflop s1 (
       .Rst(Rst),
       .T(1'b1),
       .Clk(clk),
       .Q(stage1)
    );
    tflipflop s2 (
    .Rst(Rst),
        .T(1'b1),
        .Clk(stage1),
        .Q(stage2)
    );
    tflipflop s3 (
        .Rst(Rst),
        .T(1'b1),
        .Clk(stage2),
        .Q(stage3)
    );
endmodule
module tflipflop(
input T, Clk, Rst,
output Q, notQ
    );
    jkflipflop jk (
    .Rst(Rst),
    .J(T),
    .K(T),
    .Clk(Clk),
    .Q(Q),
    .notQ(notQ)
    );
endmodule
module top (
    input btnC,
    input btnU,
    output [6:0] led
);
    modcounter mc (
        .reset(btnU),
        .clk(btnC),
        .state1(led[3]),
        .state2(led[4]),
        .state3(led[5]),
        .fout(led[6])
    );
    ripplecounter rc (
        .clk(btnC),
        .Rst(btnU),
        .stage1(led[0]),
        .stage2(led[1]),
        .stage3(led[2])
    );
endmodule
</file>
<file path="run.sh">
#!/bin/bash
# OpenROAD 26Q1-2900-gdf79404cd8, Yosys 0.63+post, stock flow scripts
make -C /OpenROAD-flow-scripts/flow DESIGN_CONFIG=/design/flow/config.mk WORK_HOME=/design/flow/orfs finish
</file>
<file path="config.mk">
export PLATFORM = sky130hd
export DESIGN_NAME = top
export DESIGN_NICKNAME = top
export VERILOG_FILES = /design/flow/design.v
export SDC_FILE = /design/flow/constraint.sdc
export NUM_CORES = 4
export LEC_CHECK = 1
export CORE_AREA = 10 10 70 70
export DIE_AREA = 0 0 80 80
</file>
<file path="constraint.sdc">
current_design top

set clk_period 1.1
set clk_io_pct 0.2

create_clock -name clk0 -period $clk_period [get_ports {btnC}]

set non_clock_inputs [all_inputs -no_clocks]
set_input_delay [expr $clk_period * $clk_io_pct] -clock clk0 $non_clock_inputs
set_output_delay [expr $clk_period * $clk_io_pct] -clock clk0 [all_outputs]
</file>
==> qor.txt <==
Endpoints left unconstrained: 4
YS warnings: 1
Via count: 199
Synth area leader: dfxtp_1
Max-area cell share: 49.3%
Critical path buffers and inverters: 1
Crit path DAT: 810 ps
Post-Place Setup Slack: -62.4 ps
Fmax: 970 MHz
Syn avg cell area: 10.1 um^2
Final wirelength: 489 um
TritonRoute pass-1 iters: 2
# Max-Cap Violations: 0
Die area: 6400 um^2
GP Congestion: 0.639
Top cell family by delay on the critical path: flip-flops
Initial drt markers: 2
Rows: 21
Hold Crit Class: flop to flop
Clock Tree Root: clkbuf_4
WP depth: 1
Setup violators final: 0
CTS tree: done
Yosys Instances: 28
Worst Hold Depth: 1
Worst-path fanout max: 5
Port bufs: 8
Max incr delay on CP: 340 ps
Reg power frac: 45.5%
Flop2flop setup slack: 70 ps
Yosys cell types: 12
Switch Pwr: 0.0000913 W
Synth Instances: 28
Power Density: 1070 nW/um^2
CP startpoint kind: flop
Post-synth seq share: 49.3%
Cycle use final: 93.8%
Count of unclocked register or latch pins: 2
DRT antenna net count: 0
Setup TNS Final: 0 ps
Setup ws final: 68.7 ps
Cts bufs inserted: 3
Combinational power share: 11.6%
Yosys chip area: 284 um^2
Synthesized registers: 7
RSZ-0062 raised after global routing: false
Fin crit period: 1030 ps
Count of antenna diodes in the layout: 0
Max Slew Vio Count: 0
DIE HEIGHT: 80 um
VDD IR max: 0.000162 V
Worst-path cell chain: dlygate4sd2_1
Worst slew margin: 90.4%
Clock skew: 0.599 ps
Overflow after GRT: 0
Clk latency late pin: 230 ps
Share of cells above drive strength 1: 45.9%
CTS clk-pin slew, worst paths: 40 ps
Die Wd: 80 um
Hold Vio Cnt, Final: 0
# DRC: 0
Switching part of the total: 19.4%
Vias in the first global route: 191
Reg2Reg Depth: 3
Largest cells by area: dfxtp_1 49%, buf_4 19%, nor2_1 6.6%
Clk buf depth: 2
OpenROAD warning count: 25
Crit path required time: 880 ps
Core footprint: 3420 um^2
Initial antenna violation count: 0
Wire per inst: 5.89 um
Endpoint class of the critical path: output port
Detailed-route vias per instance: 2.40
First-pass GRT wire length: 710 um
Ports: 9
Int Pwr: 0.000378 W
Crit-path slowest cell: dfxtp_2
Largest net degree at the start of global routing: 6
FP Core Util: 8.32%
Crit Path Category: flop to output port
Measured slew at the worst slew-check pin: 144 ps
Layout area overhead: 55.1%
Mapped Area: 284 um^2
Clk network pwr share: 42.9%
H-tree lvl count: 1
Leakage power: 0.184 nW
Outcome: complete, no violations
Total GRT Usage: 1.32%
[flip-flops by register name (all words and copies together) (netlist names)]
name          flops
mc.df1.Q          1
mc.df2.Q          1
mc.df3.Q          1
mc.df_out.Q       1
rc.s1.jk.d.Q      1
rc.s2.jk.d.Q      1
rc.s3.jk.d.Q      1
[per-layer routing]
| metal | part of all wire, % | GRT usage, % | wire length, um |
|---|---|---|---|
| met3 | 17 | 0.568 | 81 |
| met5 | 0 | 0 | 0 |
| met4 | 7.0 | 1.58 | 34 |
| met1 | 40 | 1.41 | 197 |
| met2 | 36 | 1.77 | 176 |
[area by class of cell]
| type | count | area [um^2] |
|---|---|---|
| tap | 46 | 57.6 |
| timing repair buffer | 13 | 111 |
| sequential | 7 | 146 |
| fill | 386 | 2980 |
| multi-input combinational | 13 | 98.8 |
| clock buffer | 4 | 26.3 |
[what timing repair did]
action,in CTS,in global routing
endpoints found under the setup margin,6,0
hold buffers,0,0
gates resized,12,0
buffers inserted,4,0
[cell usage in the layout (no fill, tap or decap), drive strengths merged]
| master | synthesis | layout |
|---|---|---|
| a21oi | 1 | 1 |
| and2 | 1 | 1 |
| buf | 7 | 5 |
| clkbuf | 1 | 4 |
| clkdlybuf4s50 | 0 | 3 |
| dfxtp | 7 | 7 |
| dlygate4sd2 | 0 | 5 |
| ha | 1 | 1 |
| mux2 | 1 | 1 |
| nor2 | 5 | 5 |
| nor2b | 1 | 1 |
| nor3b | 1 | 1 |
| or2b | 1 | 1 |
| or3b | 1 | 1 |
[per-stage QoR]
| step | utilization (%) | total power [W] | hold WS (ps) | cell area, um^2 | instances |
|---|---|---|---|---|---|
| after floorplan | - | 0.000244 | 411 | 284 | 28 |
| after global placement | 11.1 | 0.000263 | 422 | 379 | 76 |
| after detailed placement | 11.1 | 0.000264 | 436 | 379 | 76 |
| after CTS | 12.9 | 0.000484 | 456 | 440 | 83 |
| after global routing | 12.9 | 0.000496 | 468 | 440 | 83 |
| final | 12.9 | 0.000469 | 450 | 440 | 83 |
[synthesized netlist by cell type]
library cell	instances
nor2_1	5
dfxtp_1	7
nor2b_1	1
and2_2	1
mux2_2	1
clkbuf_2	1
buf_4	7
a21oi_1	1
ha_1	1
nor3b_1	1
or3b_1	1
or2b_2	1
[logic make-up after synthesis]
group | count (synthesis) | share of synthesized area, %
and+or+nand+nor | 10 | 20.3
adders and majority gates | 1 | 4.40
AOI/OAI and AO/OA | 1 | 1.76
muxes | 1 | 3.96
buffers and inverters | 8 | 20.3
DFF | 7 | 49.3
[power by group through the flow]
stage                 Clock, W  Combinational [W]  Sequential (W)
after CTS             0.000215          0.0000556        0.000213
final                 0.000201          0.0000545        0.000213
after global routing  0.000219          0.0000619        0.000215
[worst paths after layout]
kind	end	start
max	led[3]	mc.df1.Q
min	mc.df1.Q	mc.df1.Q
max reg2reg	mc.df3.Q	mc.df1.Q
min reg2reg	mc.df1.Q	mc.df1.Q
Power is estimated from default activity; no workload was simulated.
